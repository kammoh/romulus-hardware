==> /design/flow/design.v <==
module domd_sbox8 ( 
                   so,
                   si, r, en, clk
                   ) ;
   parameter d = 10;
   output [8*d+7:0] so;
   input [8*d+7:0]  si;
   input [8*d*(d+1)/2-1:0] r;
   input [3:0]             en;
   input                   clk;
   wire [d:0]              bi [7:0];
   wire [d:0]              bo [7:0];
   wire [d:0]              a  [7:0];
   genvar                  i;
   generate
      for (i = 0; i < 8; i = i + 1) begin : unpack_input
         assign bi[i] = si[(d+1)*i+d:(d+1)*i];   
      end
   endgenerate
   domd_sbox8_cfn_fr #(d) b764 (a[0],bi[7],bi[6],bi[4],r[1*d*(d+1)/2-1:0*d*(d+1)/2],clk,en[0]);
   domd_sbox8_cfn_fr #(d) b320 (a[1],bi[3],bi[2],bi[0],r[2*d*(d+1)/2-1:1*d*(d+1)/2],clk,en[0]);
   domd_sbox8_cfn_fr #(d) b216 (a[2],bi[2],bi[1],bi[6],r[3*d*(d+1)/2-1:2*d*(d+1)/2],clk,en[0]);
   domd_sbox8_cfn_fr #(d) b015 (a[3],a [0],a [1],bi[5],r[4*d*(d+1)/2-1:3*d*(d+1)/2],clk,en[1]);
   domd_sbox8_cfn_fr #(d) b131 (a[4],a [1],bi[3],bi[1],r[5*d*(d+1)/2-1:4*d*(d+1)/2],clk,en[1]);
   domd_sbox8_cfn_fr #(d) b237 (a[5],a [2],a [3],bi[7],r[6*d*(d+1)/2-1:5*d*(d+1)/2],clk,en[2]);
   domd_sbox8_cfn_fr #(d) b303 (a[6],a [3],a [0],bi[3],r[7*d*(d+1)/2-1:6*d*(d+1)/2],clk,en[2]);
   domd_sbox8_cfn_fr #(d) b422 (a[7],a [4],a [5],bi[2],r[8*d*(d+1)/2-1:7*d*(d+1)/2],clk,en[3]);
   assign bo[6] = a[0];
   assign bo[5] = a[1];
   assign bo[2] = a[2];
   assign bo[7] = a[3];
   assign bo[3] = a[4];
   assign bo[1] = a[5];
   assign bo[4] = a[6];
   assign bo[0] = a[7];
   assign so = {bo[7],bo[6],bo[5],bo[4],bo[3],bo[2],bo[1],bo[0]};   
endmodule  
module domd_sbox8_cfn_fr ( 
                          f,
                          a, b, z, r, clk, en
                          ) ;
   parameter d = 10;
   output [d:0]          f;
   input [d:0]           a, b, z;
   input [d*(d+1)/2-1:0] r;   
   input                 clk, en;
   genvar                i,j;   
   reg [d:0]             g [d:0];
   wire [d:0]            x,y;
   assign x = {a[d:1],~a[0]};
   assign y = {b[d:1],~b[0]};
   generate
      for (i = 0; i <= d; i = i + 1) begin : nl_shares_matrix_out
         for (j = 0; j <= d; j = j + 1) begin : nl_shares_matrix_in
            always @ (posedge clk) begin
               if (en) begin
                  if (i == j) begin
                     g[i][j] <= (x[i] & y[j]) ^ z[i];
                  end
                  else if (j > i) begin
                     g[i][j] <= (x[i] & y[i]) ^ r[i+j*(j-1)/2];
                  end
                  else begin
                     g[i][j] <= (x[i] & y[i]) ^ r[j+i*(i-1)/2];
                  end
               end      
            end  
         end  
      end  
   endgenerate
   generate
      for (i = 0; i <= d; i = i + 1) begin : integration
         assign f[i] = ^g[i];    
      end
   endgenerate
endmodule  
==> /design/flow/run.sh <==
#!/bin/bash
# OpenROAD 26Q1-2900-gdf79404cd8, Yosys 0.63+post, stock flow scripts
make -C /OpenROAD-flow-scripts/flow DESIGN_CONFIG=/design/flow/config.mk WORK_HOME=/design/flow/orfs finish
==> /design/flow/config.mk <==
export PLATFORM = sky130hd
export DESIGN_NAME = domd_sbox8
export DESIGN_NICKNAME = domd_sbox8
export VERILOG_FILES = /design/flow/design.v
export SDC_FILE = /design/flow/constraint.sdc
export NUM_CORES = 4
export LEC_CHECK = 1
export CORE_UTILIZATION = 30
==> /design/flow/constraint.sdc <==
current_design domd_sbox8

set clk_period 3.4
set clk_io_pct 0.2

create_clock -name clk0 -period $clk_period [get_ports {clk}]

set non_clock_inputs [all_inputs -no_clocks]
set_input_delay [expr $clk_period * $clk_io_pct] -clock clk0 $non_clock_inputs
set_output_delay [expr $clk_period * $clk_io_pct] -clock clk0 [all_outputs]
==> impl_metrics.py <==
# Flow results
metrics = {
    "floorplan": {
        "die_w_um": 397,
        "fp_util": 0.303,
        "fp.dieH_um": 397,
        "chipArea_um2": 158000,
        "core_um2": 155000,
        "ios": 621,
        "rows": 144,
    },
    "global_routing": {
        "grt-ovfl-total": 0,
        "grt_pass1_vias": 24200,
        "antenna_found_initial": 77,
        "grt_pass1_wl_mm": 178,
        "track_usage": 0.174,
        "grt_max_degree": 83,
    },
    "clocking": {
        "cts_root_buffer": "clkbuf_16",
        "cts_max_level": 3,
        "clk_path_buf_depth": 3,
        "cts_sinks": 968,
        "postCtsHoldBufs": 0,
        "cts_tree": "built",
        "path_clk_slew_ps": 60,
        "numCtsBuffers": 111,
        "insertion_delay_ps": 720,
    },
    "logic_synthesis": {
        "synthArstFlopShare": 0,
        "ys_types": 17,
        "post-synth-top-count-cell": "xnor2_1",
        "synth_area_per_cell_um2": 16.0,
        "synthCells": 2931,
        "yosysCellCount": 2931,
        "ys.flop_type": "edfxtp_1",
        "yosys_warnings": 3,
        "synthTopCellsByCount": "1547 x xnor2_1, 968 x edfxtp_1, 149 x xor2_1, 82 x nand2_1, 64 x xnor3_1",
        "largest_area_cell": "edfxtp_1",
        "yosysSeqAreaShare": 0.621,
        "synth-area-yosys_um2": 46800,
        "top_cell_area_share": 0.621,
        "ys_ff": 968,
        "netlist_area_um2": 46800,
        "topCellsByArea": "edfxtp_1 62%, xnor2_1 29%, xnor3_1 3.1%",
        "synth-edff-count": 968,
    },
    "flow_run": {
        "warnings": 25,
        "cap_violations": 0,
    },
    "detailed_routing": {
        "drt_iter0_drc": 1054,
        "vias": 23700,
        "dr.pass1.iters": 30,
        "finalWirelength_mm": 129,
        "drc": 0,
        "wire_per_inst_um": 22.3,
        "ant_nets": 0,
        "avgViaCountPerCell": 4.07,
    },
    "layout": {
        "seq_area_um2": 29100,
        "layout.cells.non_filler": 5815,
        "layout-drive-gt1-share": 0.0814,
        "comb_area_um2": 17200,
        "area.growth.synth_to_final_pct": 26.3,
        "n_fill_cell": 14300,
    },
    "place": {
        "placed_cells": 5587,
        "place_congestion": 0.869,
        "io_buffers": 620,
        "dp_slack_ps": 450,
        "dpl.hpwl_mm": 104,
    },
    "setup_path": {
        "cp_data_arrival_time_ps": 2610,
        "cp_max_fo": 3,
        "crit_type": "flop to output pin",
        "required_ps": 2720,
        "end_kind": "output pin",
        "start_kind": "flop",
    },
    "timing": {
        "setup_ws_ps": 109,
        "report.final.setup_viol": 0,
        "fin_skew_ps": 22.9,
        "fmax_ghz": 0.304,
        "final_max_slew_viol_count": 0,
        "timing.hold.ws_ps": 424,
        "maxSlewHeadroom": 0.454,
        "post-route-period-util": 0.968,
        "post-route-min-period_ps": 3290,
        "worst_pin_slew_ps": 820,
        "hold_viol": 0,
    },
    "run_status": {
        "status": "completed",
    },
    "hold_path": {
        "hp-class": "input pin to flop",
    },
}
[worst max-delay path, stage by stage, from the launching register on]
cell and delay (ps):
edfxtp_1 380, xnor2_1 260, xnor2_1 100, xnor3_2 630, clkdlybuf4s50_1 530
[through the flow]
| stage | utilization | cell area [µm²] | setup TNS [ps] |
|---|---|---|---|
| global route | 0.382 | 59100 | -16.8 |
| CTS | 0.382 | 59000 | 0 |
| detailed placement | 0.360 | 55600 | 0 |
| floorplan | - | 46800 | 0 |
| finish | 0.382 | 59100 | 0 |
| global placement | 0.360 | 55600 | 0 |
[cells in the final DEF (no fill, tap or decap), types with 4 or more instances in the layout]
master	Yosys	routed
xnor3_1	64	29
bufinv_16	0	4
diode_2	0	26
buf_12	2	8
xor2_1	149	149
xnor2_1	1547	1537
edfxtp_1	968	968
inv_1	5	4
clkbuf_16	0	111
xnor2_2	10	20
xnor3_2	2	34
buf_4	11	76
clkdlybuf4s50_1	0	612
clkinvlp_4	0	4
clkbuf_1	0	24
inv_6	0	6
clkinv_2	0	15
nand2_1	82	82
xor2_2	10	10
clkinv_1	0	30
[routing by layer]
metal	GRT usage	wire length (µm)
met1	0.212	46400
met2	0.266	61200
met3	0.108	18200
met4	0.0366	3080
met5	0.00303	605
[logic make-up after synthesis]
kind of cell / after synthesis / share of synthesized area
buffers and inverters: 93 / 0.0158
AND/OR/NAND/NOR: 88 / 0.00748
flip-flops: 968 / 0.621
XOR/XNOR: 1782 / 0.356
[registers in the layout, summed over array words and instances (netlist names)]
name    count
b015.g    121
b303.g    121
b422.g    121
b216.g    121
b131.g    121
b320.g    121
b237.g    121
b764.g    121
[final timing paths]
path / start / end / slack [ps] / depth (start not counted)
setup / recovery: b015.g[3][1] / so[80] / 110 / 4
hold reg to reg: b216.g[3][6] / b237.g[3][2] / 1210 / 5
setup reg to reg: b764.g[10][5] / b015.g[10][9] / 870 / 6
hold / removal: en[1] / b015.g[3][1] / 420 / 1
[what timing repair did]
item	CTS	global route
pin swaps	11	9
setup endpoints to repair	33	21
resized	39	14
setup buffers	1	3
[cell type report]
class / count / share of cell area
clock buffer: 135 / 0.0485
tap: 2044 / 0.0433
inverter: 5 / 0.000317
clock inverter: 64 / 0.00777
antenna: 26 / 0.00110
sequential: 968 / 0.492
timing repair buffer: 703 / 0.117
multi-input combinational: 1870 / 0.290
