[flow/config.mk]
export PLATFORM = sky130hd
export DESIGN_NAME = round_function
export DESIGN_NICKNAME = round_function
export VERILOG_FILES = /design/flow/design.v
export SDC_FILE = /design/flow/constraint.sdc
export NUM_CORES = 4
export LEC_CHECK = 1
export CORE_AREA = 10 10 495 495
export DIE_AREA = 0 0 505 505
[flow/constraint.sdc]
current_design round_function

set clk_period 13.3
set clk_io_pct 0.2

create_clock -name clk0 -period $clk_period

set non_clock_inputs [all_inputs -no_clocks]
set_input_delay [expr $clk_period * $clk_io_pct] -clock clk0 $non_clock_inputs
set_output_delay [expr $clk_period * $clk_io_pct] -clock clk0 [all_outputs]
[flow/design.v]
module addtweakkey ( 
   so,
   key, state
   ) ;
   output [127:0] so;
   input  [127:0] key, state;
   assign so = {key[127:56] ^ state[127:56], state[55:0]};
endmodule  
module mixcolumn ( 
   so,
   si
   ) ;
   output [127:0] so;
   input [127:0]  si;
   assign so[ 95:64] = si[127:96];
   assign so[ 63:32] = si[ 95:64] ^ si[63:32];
   assign so[ 31: 0] = si[127:96] ^ si[63:32];
   assign so[127:96] = si[ 31: 0] ^ so[31: 0]; 
endmodule  
module round_function ( 
		       round_out0, round_out1,
		       round_key0, round_key1, round_in0, round_in1, constant0, constant1,
		       switch
		       ) ;
   output [127:0] round_out0, round_out1;
   input [383:0]  round_key0, round_key1;
   input [127:0]  round_in0, round_in1;
   input [5:0] 	  constant0, constant1;
   input 	  switch;
   wire [127:0]   key0, key1;   
   wire [127:0]   sb0, atk0, shr0, mxc0;
   wire [127:0]   sb1, atk1, shr1, mxc1;
   wire [127:0]   round_switch;
   assign key0 = {round_key0[383:320]^round_key0[255:192]^round_key0[127:64],64'h0} ^
		 {4'h0,constant0[3:0],24'h0,6'h0,constant0[5:4],24'h0,8'h02,56'h0};
   assign key1 = {round_key1[383:320]^round_key1[255:192]^round_key1[127:64],64'h0} ^
		 {4'h0,constant1[3:0],24'h0,6'h0,constant1[5:4],24'h0,8'h02,56'h0};
   sboxlayer   sbox0   (sb0,round_in0);
   addtweakkey addkey0 (atk0,key0,sb0);
   shiftrow    shrows0 (shr0,atk0);
   mixcolumn   mix0    (mxc0,shr0);
   assign round_out0 = mxc0;
   assign round_switch = switch ? round_in1 : round_out0; 
   sboxlayer   sbox1   (sb1,round_switch);
   addtweakkey addkey1 (atk1,key1,sb1);
   shiftrow    shrows1 (shr1,atk1);
   mixcolumn   mix1    (mxc1,shr1);
   assign round_out1 = mxc1;
endmodule  
module sboxlayer ( 
   so,
   si
   ) ;
   output [127:0] so;
   input [127:0]  si;
   skinny_sbox8_hs sbox15 (so[127:120],si[127:120]);
   skinny_sbox8_hs sbox14 (so[119:112],si[119:112]);
   skinny_sbox8_hs sbox13 (so[111:104],si[111:104]);
   skinny_sbox8_hs sbox12 (so[103:96],si[103:96]);
   skinny_sbox8_hs sbox11 (so[95:88],si[95:88]);
   skinny_sbox8_hs sbox10 (so[87:80],si[87:80]);
   skinny_sbox8_hs sbox9 (so[79:72],si[79:72]);
   skinny_sbox8_hs sbox8 (so[71:64],si[71:64]);
   skinny_sbox8_hs sbox7 (so[63:56],si[63:56]);
   skinny_sbox8_hs sbox6 (so[55:48],si[55:48]);
   skinny_sbox8_hs sbox5 (so[47:40],si[47:40]);
   skinny_sbox8_hs sbox4 (so[39:32],si[39:32]);
   skinny_sbox8_hs sbox3 (so[31:24],si[31:24]);
   skinny_sbox8_hs sbox2 (so[23:16],si[23:16]);
   skinny_sbox8_hs sbox1 (so[15:8],si[15:8]);
   skinny_sbox8_hs sbox0 (so[7:0],si[7:0]);
endmodule  
module shiftrow ( 
   so, si
   ) ;
   output [127:0] so;
   input [127:0] si;
   assign so[127:96] =  si[127:96];
   assign so[ 95:64] = {si[ 71:64],si[95:72]};
   assign so[ 63:32] = {si[ 47:32],si[63:48]};
   assign so[ 31: 0] = {si[ 23: 0],si[31:24]};
endmodule  
module skinny_sbox8_hs (
                        so,
                        si
                        ) ;
   output [7:0] so;
   input [7:0]  si;
   wire [7:0]   a;
   assign a[0] = ((~si[7]) & (~si[6])) ^ si[4];
   assign a[1] = ((~si[3]) & (~si[2])) ^ si[0];
   assign a[2] = ((~si[2]) & (~si[1])) ^ si[6];
   assign a[3] = ((~si[7]) & (~si[6]) & (~si[3]) & (~si[2])) ^
                 ((~si[7]) & (~si[6]) & (~si[0])) ^
                 ((~si[4]) & (~si[3]) & (~si[2])) ^
                 ((~si[4]) & (~si[0])) ^
                 si[5];
   assign a[4] = ((~si[3]) & (~si[2])) ^
                 ((~si[0]) & (~si[3])) ^
                 si[1];
   assign a[5] = ((~a[2]) & (~a[3])) ^ si[7];
   assign a[6] = ((~a[3]) & (~a[0])) ^ si[3];
   assign a[7] = ((~a[2]) & (~a[3]) & (~a[4])) ^
                 ((~si[7]) & (~a[4])) ^
                 si[2];
   assign so[6] = a[0];
   assign so[5] = a[1];
   assign so[2] = a[2];
   assign so[7] = a[3];
   assign so[3] = a[4];
   assign so[1] = a[5];
   assign so[4] = a[6];
   assign so[0] = a[7];
endmodule  
[flow/run.sh]
#!/bin/bash
# OpenROAD 26Q1-2900-gdf79404cd8, Yosys 0.63+post, stock flow scripts
make -C /OpenROAD-flow-scripts/flow DESIGN_CONFIG=/design/flow/config.mk WORK_HOME=/design/flow/orfs finish
==> out/qor.yml <==
status: "completed"
nClkBuffers: 0
routed_wl_um: 172000
finalWeightedCongestion: 0.849
sw_frac_of_total_pct: 53.5
synth_area_um2: 13600
required_ps: 10640
cts_resized: 0
grt_max_degree: 47
die_area_um2: 255000
postCtsSetupBuffers: 0
arrival_ps: 8580
ir_drop_mv: 0.149
cp_slowest_cell: "mux2i_1"
rsz0062_at_grt: "no"
via_count: 16700
initCoreUtil_pct: 5.81
fin_crit_sh_pct: 84.5
cts_hold_buf: 0
switchingPower_uw: 2730
design_area_um2: 27300
core_area_um2: 233000
powerDensity_nw_per_um2: 187
die_w_um: 505
p_int_uw: 2370
num_rows: 177
drcViolationCount: 0
seq_cells: 0
crit_path_start: "round_in0[114]"
crit_path_start_kind: "primary input"
dpl_cell_area_um2: 27200
crit_cells: 15
critPathMaxFanout: 8
cpPeakStageDelay_ps: 590
fin_tns_setup_ps: 0
ant_nets: 0
drive_above_1_share_pct: 5.30
cp-end-kind: "output pin"
fin_worst_hold_slack_ps: 6450
synth_warnings: 0
max_clock_freq_mhz: 88.9
synth_area_per_cell_um2: 7.85
ys_seq_share_pct: 0
lay_top_count: "clkdlybuf4s50_1"
syn_to_final_growth_pct: 101
p_leak_uw: 0.00946
setup_viol: 0
timing.slew.headroom_pct: 35.1
post-route-min-period_ps: 11240
grt_pass1_vias: 16800
nFillCells: 26700
hpwl_um: 163000
drt_iter0_markers: 819
cap_viol_max_count: 0
min_path_type: "in -> out"
worst-setup-path-type: "in -> out"
avgRoutedWirePerCell_um: 29.3
critPathTopFamily: "XOR/XNOR gates"
finalHoldViolations: 0
dr.pass1.iters: 4
warning_count: 416
ys_cells: 1729
io_pins: 1293
mostFrequentLayoutCells: "clkdlybuf4s50_1 (908), xnor2_1 (489), xor2_1 (211)"
die_y_um: 505
ys_types: 67
port_buffers: 909
gr-usage-all-layers_pct: 13.0
critPathCapture: "round_out1[115]"
synth_cells: 1729
path_buffers: 2
worstMarginPinSlew_ps: 964
grt.overflow.total: 0
cp_cell_sequence: "clkdlybuf4s50_1 > o21a_1 > nor4_2 > mux2i_1 > mux2i_1 > xnor2_2 > xnor3_1 > mux2i_1 > xor2_1 > or3_1 > and2_1 > xnor2_1 > xor2_1 > xor2_1 > clkdlybuf4s50_1"
ys_area_um2: 13600
seq_area_um2: 0
antenna_found_initial: 113
report.final.slew_viol_count: 0
grt_pass1_wl_um: 208000
viasPerCell: 2.85
-- cells in the mapped netlist, drive strengths merged (2+ instances only) --
master	instances	area share (%)
nor4	9	0.66
or3	69	3.2
a21o	8	0.44
nor2	123	3.4
or2	3	0.14
or4	2	0.11
clkbuf	18	0.50
a31oi	5	0.23
nand2	89	2.5
and3b	2	0.13
o31a	2	0.13
mux2i	95	7.1
mux2	10	0.83
and3	4	0.18
buf	20	0.68
nand3	63	2.3
xnor2	499	33
nor4b	8	0.70
o21a	29	1.6
xor3	7	1.2
a22oi	5	0.28
nand4	8	0.37
a22o	3	0.19
o211ai	9	0.50
nand2b	14	0.65
nor3	31	1.2
nor3b	5	0.28
xnor3	68	11
a211oi	5	0.28
nor2b	11	0.51
and2	31	1.4
o311ai	4	0.26
nand3b	35	1.9
o31ai	2	0.11
a21oi	35	1.3
inv	55	1.5
a21boi	6	0.33
xor2	214	14
o21ai	109	4.0
-- metrics by stage --
| step | setup slack (ps) | power [µW] | cells | util, % |
|---|---|---|---|---|
| 6_report | 2060 | 5100 | 5851 | 11.7 |
| 5_1_grt | 1820 | 5620 | 5836 | 11.7 |
| 4_1_cts | 2010 | 5370 | 5832 | 11.7 |
| 3_5_place_dp | 2010 | 5330 | 5832 | 11.7 |
| 3_3_place_gp | 2100 | 5350 | 5832 | 11.7 |
| 2_1_floorplan | 4350 | 1520 | 1729 | - |
-- cells by family after synthesis --
kind of cell,share of synthesized area [%]
AND/OR/NAND/NOR,19.8
AND-OR/OR-AND,10.5
buffers and inverters,2.70
multiplexers,7.93
XOR/XNOR,59.1
-- final cells by class --
| class | instances | area (µm²) | area share [%] |
|---|---|---|---|
| Multi-Input combinational cell | 1636 | 13200 | 48.5 |
| Antenna cell | 19 | 47.5 | 0.174 |
| Tap cell | 3132 | 3920 | 14.4 |
| Inverter | 55 | 211 | 0.776 |
| Timing Repair Buffer | 1009 | 9850 | 36.1 |
-- power by group through the flow --
stage	logic, µW	registers (µW)	clock network, µW
4_1_cts	5370	0	0
5_1_grt	5620	0	0.0000412
-- per-layer routing --
layer	GRT usage (%)	vias to the layer above	wire length (µm)
met5	0	-	212
li1	-	7855	-
met2	21.3	908	78300
met1	16.2	7686	71700
met3	6.01	213	18600
met4	1.13	34	2890
-- tightest hold or removal path: stages --
cell and delay (ps):
clkdlybuf4s50_1 420, xnor2_1 190, xor2_1 100, clkdlybuf4s50_1 420
-- how the worst min path moves through the flow --
stage	endpoint	cells after the start	slack [ps]	from
5_1_grt	round_out1[74]	4	6510	round_key1[234]
6_report	round_out1[74]	4	6450	round_key1[234]
4_1_cts	round_out1[74]	4	6450	round_key1[234]
Power figures rest on the tool's default switching activity, not on a simulated workload.
